--- flow/run.sh ---
#!/bin/bash
# OpenROAD 26Q1-2900-gdf79404cd8, Yosys 0.63+post, stock flow scripts
make -C /OpenROAD-flow-scripts/flow DESIGN_CONFIG=/design/flow/config.mk WORK_HOME=/design/flow/orfs finish
--- flow/config.mk ---
export PLATFORM = sky130hd
export DESIGN_NAME = de2_115_7seg
export DESIGN_NICKNAME = de2_115_7seg
export VERILOG_FILES = /design/flow/design.v
export SDC_FILE = /design/flow/constraint.sdc
export NUM_CORES = 4
export LEC_CHECK = 1
export CORE_UTILIZATION = 30
--- flow/constraint.sdc ---
current_design de2_115_7seg

set clk_period 1.6
set clk_io_pct 0.2

create_clock -name clk0 -period $clk_period

set non_clock_inputs [all_inputs -no_clocks]
set_input_delay [expr $clk_period * $clk_io_pct] -clock clk0 $non_clock_inputs
set_output_delay [expr $clk_period * $clk_io_pct] -clock clk0 [all_outputs]
--- flow/design.v ---
module de2_115_7seg (	oSEG0,oSEG1,oSEG2,oSEG3,oSEG4,oSEG5,oSEG6,oSEG7,iDIG );
input	[31:0]	iDIG;
output	[6:0]	oSEG0,oSEG1,oSEG2,oSEG3,oSEG4,oSEG5,oSEG6,oSEG7;
SEG7_LUT	u0	(	oSEG0,iDIG[3:0]		);
SEG7_LUT	u1	(	oSEG1,iDIG[7:4]		);
SEG7_LUT	u2	(	oSEG2,iDIG[11:8]	);
SEG7_LUT	u3	(	oSEG3,iDIG[15:12]	);
SEG7_LUT	u4	(	oSEG4,iDIG[19:16]	);
SEG7_LUT	u5	(	oSEG5,iDIG[23:20]	);
SEG7_LUT	u6	(	oSEG6,iDIG[27:24]	);
SEG7_LUT	u7	(	oSEG7,iDIG[31:28]	);
endmodule
module SEG7_LUT	(	oSEG,iDIG	);
input	[3:0]	iDIG;
output	[6:0]	oSEG;
reg		[6:0]	oSEG;
always @(iDIG)
begin
		case(iDIG)
		4'h1: oSEG = 7'b1111001;	 
		4'h2: oSEG = 7'b0100100; 	 
		4'h3: oSEG = 7'b0110000; 	 
		4'h4: oSEG = 7'b0011001; 	 
		4'h5: oSEG = 7'b0010010; 	 
		4'h6: oSEG = 7'b0000010; 	 
		4'h7: oSEG = 7'b1111000; 	 
		4'h8: oSEG = 7'b0000000; 	 
		4'h9: oSEG = 7'b0011000; 	 
		4'ha: oSEG = 7'b0001000;
		4'hb: oSEG = 7'b0000011;
		4'hc: oSEG = 7'b1000110;
		4'hd: oSEG = 7'b0100001;
		4'he: oSEG = 7'b0000110;
		4'hf: oSEG = 7'b0001110;
		4'h0: oSEG = 7'b1000000;
		default: oSEG = 7'b1000000;
		endcase
end
endmodule
==> CHANGELOG.md <==
## Flow update

- Largest area contributor in the netlist: ha_1
- Slowest cell on crit path: or3b_1
- Total track usage: 0.201
- Critical path class: in2out
- Switching Share: 0.421
- Critical Path Sink: oSEG0[0]
- Total power: 1.28 mW
- Crit. path cell count: 8
- Final period util: 1.03
- CP Launch Type: input port
- Setup_tns: -0.137 ns
- Core area: 6390 um2
- Crit-path cells: buf_8 > inv_8 > buf_6 > ha_4 > nor2_1 > or3b_1 > o31ai_2 > buf_2
- Commonest cells in the netlist: 48 x ha_1, 31 x nor2_1, 27 x o21ai_0, 25 x inv_1, 18 x nand2_1
- Post-route minimum period: about 1.6 ns
- GP Congestion: 0.893
- Final hold vios: 0
- Initial antenna violation count: 0
- Yosys top cell by instances: ha_1
- Max-cap violations: 0
- TritonRoute pass-1 iters: 4
- Top cells, area: ha_1 30%, mux2i_1 8.0%, o21ai_0 6.8%
- Log Warnings: about 74
- Max Freq: 607 MHz
- Cell variety after synth: 30
- Mapped Area: 1990 um2
- Crit path from: iDIG[1]
- Via count: 2864
- Slew Viols, Final: 0
- Post-route DRC: 0
- Failing checks: setup timing
- LEAKAGE: between 2 and 2.5 nW
- Post-detail-place hpwl: 4.33 mm
- Io pins: between 80 and 90
- Synth Seq Share: 0
- VDD IR max: slightly above 0.0002 V
- Crit path DRT: 1.28 ns
- Met2 Use GR: 0.335
- Setup violators final: 6
- Die width: 83.5 um
- Top-area cell share: 0.302
- Yosys chip area: 1990 um2
- Largest net degree at the start of global routing: 11
- PortBufs: 88
- Post-route ant nets: 0
- Grt met3 use: 0.00803
- Comb power frac: 1.000
- Worst Hold Launch: iDIG[14]
- Syn avg cell area: 7.17 um2
- Worst-Margin Slew: roughly 0.26 ns
- Flop pwr share: 0
- Met1 Track Usage GR: 0.306
- Pwr per Cell Area: between 200 and 300 nW/um2
- Synth warnings: 1
- Clock Power Share: 0
- Critical path capture point type: output port
- Routed len/inst: 15.3 um
- PnR worst setup slack: -0.0471 ns
- Vias in the first global route: around 2700
- Crit path max fanout: 4
- Vias per Instance: 5.15
- Die Area: approximately 7000 um2
- Largest delay share family, worst path: buffers and inverters
- Cell Int Power: around 740 uW
- GRT Residual Overflow: 0
- Hold WC Path Type: in2out
- Antenna cells: 0
- Max incr delay on CP: 0.36 ns
- Area grow syn2layout: 146%
- Sequential Area: 0 um2
- # Cells Yosys: between 200 and 300
- Max_slew headroom: 0.826
- DR iter-0 viols: ~70
- Arrival @ worst endpoint: 1.33 ns
- Die height: 83.5 um
- First-pass GRT wire length: roughly 12 mm
- Layout cells sized above 1: 0.645
- Rows: 29
- Fp util: 0.312
- WL final: 8.48 mm
- Flip-flops: 0
- Gr busiest metal: met2
- CTS Hold Bufs: 0
- RSZ-0062 raised after global routing: yes
- Syn Inst Count: between 200 and 300
- Clock buffers: 0
- Hold WS: approximately 0.94 ns
- Status: finished, violations left
- Sw Pwr: 541 uW
- Crit path buf inv count: 4
## power by group through the flow
stage / clock [mW] / combinational (mW) / sequential [mW]
finish: 0 / 1.28 / 0
global route: 0 / 1.37 / 0
CTS: 0 / 1.13 / 0
## stage by stage
step | cell area, um2 | utilization | cells | setup WS [ns]
after global routing | 4910 | 0.769 | 556 | -0.102
final | 4910 | 0.769 | 556 | -0.0471
after detailed placement | 3500 | 0.549 | 510 | -0.867
after floorplan | 1990 | - | 278 | 0.182
after CTS | 4630 | 0.725 | 548 | -0.215
after global placement | 3500 | 0.549 | 510 | -0.852
## routing by layer
layer / wire length [um] / vias up
met5: 0 / -
met4: 66 / 0
met3: 258 / 8
met2: 4010 / 67
met1: 4140 / 1388
li1: - / 1401
## what timing repair did
action / in CTS / in global routing
setup buffers: 37 / 10
resized: 470 / 94
endpoints found under the hold margin: 0 / 0
gates cloned: 5 / 0
pin swaps: 58 / 47
endpoints found under the setup margin: 56 / 41
## cell type report
class	count	area, um2
timing repair buffer	217	1980
inverter	25	199
tap	77	96.3
fill	342	1480
multi-input combinational	237	2640
## layout by cell type (no fill, tap or decap), types with 3 or more instances in the layout
cell,instances
a21oi_1,8
nor2_4,6
inv_2,3
ha_4,43
nand2_1,15
nor2b_2,4
dlymetal6s2s_1,3
or3b_1,5
a22o_1,11
o21ai_2,3
a21oi_2,5
nor2_1,19
clkdlybuf4s15_1,12
nand3_1,5
nor2_2,7
clkdlybuf4s15_2,3
buf_12,8
o32ai_2,4
nand2b_4,5
mux2i_1,16
o21ai_0,6
buf_8,11
buf_4,77
o31ai_2,6
inv_4,6
mux2_4,8
ha_1,3
inv_8,8
inv_1,5
clkbuf_2,12
buf_6,46
o31ai_1,3
dlygate4sd2_1,20
buf_2,24
o21ai_1,20
o211ai_1,6
## worst min-delay path by stage
| stage | depth (start not counted) | to |
|---|---|---|
| 4_1_cts | 3 | oSEG3[0] |
| 6_report | 3 | oSEG3[0] |
| 5_1_grt | 3 | oSEG3[0] |
## kinds of logic (layout without fill, tap and decap cells)
kind of cell | after synthesis | in the layout | share of synthesized area
mux | 26 | 26 | 0.137
fa+ha+maj | 48 | 48 | 0.302
simple gates | 76 | 76 | 0.181
compound gates | 87 | 87 | 0.289
buf+inv | 41 | 242 | 0.0917
Power is estimated from default activity; no workload was simulated.
