$ cat flow/run.sh
#!/bin/bash
# OpenROAD 26Q1-2900-gdf79404cd8, Yosys 0.63+post, stock flow scripts
make -C /OpenROAD-flow-scripts/flow DESIGN_CONFIG=/design/flow/config.mk WORK_HOME=/design/flow/orfs finish
$ cat flow/config.mk
export PLATFORM = sky130hd
export DESIGN_NAME = uart_ip_memory_mapped_ctrl_fsm
export DESIGN_NICKNAME = uart_ip_memory_mapped_ctrl_fsm
export VERILOG_FILES = /design/flow/design.v
export SDC_FILE = /design/flow/constraint.sdc
export NUM_CORES = 4
export LEC_CHECK = 1
export CORE_UTILIZATION = 30
$ cat flow/constraint.sdc
current_design uart_ip_memory_mapped_ctrl_fsm

set clk_period 8.9
set clk_io_pct 0.2

create_clock -name clk0 -period $clk_period [get_ports {clk}]

set non_clock_inputs [all_inputs -no_clocks]
set_input_delay [expr $clk_period * $clk_io_pct] -clock clk0 $non_clock_inputs
set_output_delay [expr $clk_period * $clk_io_pct] -clock clk0 [all_outputs]
$ cat flow/design.v
module uart_ip_memory_mapped_ctrl_fsm #(parameter NUM_BYTES_DATA = 4, parameter NUM_BYTES_ADDRESS = 1, parameter NUM_BYTES_COMMAND = 1 ) (
	input clk,
	input arst_n,
	output reg mem_we,
	output reg [NUM_BYTES_DATA*8-1:0] mem_wdata,
	output reg [NUM_BYTES_ADDRESS*8-1:0] mem_waddr,
	output reg mem_re,
	input [NUM_BYTES_DATA*8-1:0] mem_rdata,
	input mem_rdy,
	output wire [NUM_BYTES_ADDRESS*8-1:0] mem_raddr,
	output reg ctl_reg_we,
	output reg [18:0] ctl_reg_wdata,
	output reg [18:0] ctl_reg_wmask,
	input [18:0]  ctl_reg_rdata,
	output reg st_reg_re,
	output reg [11:0] st_reg_rmask,
	input [11:0] st_reg_rdata
);
	localparam STATE_IDLE = 3'b000;
	localparam STATE_RECV_ADDRESS = 3'b001;
	localparam STATE_WAIT_MEM_DATA = 3'b010;
	localparam STATE_WRITE_TNSM_DATA = 3'b011;
	localparam STATE_RECV_TNSM_DATA = 3'b100;
	localparam COMMAND_RANGE_MSB = (NUM_BYTES_COMMAND * 8) - 1;
	localparam ADDR_RANGE_MSB = (NUM_BYTES_ADDRESS * 8)  - 1;
	localparam DATA_RANGE_MSB = (NUM_BYTES_DATA * 8)  - 1;
	localparam PACKET_RANGE_MSB = COMMAND_RANGE_MSB + ADDR_RANGE_MSB + DATA_RANGE_MSB + 2;
	localparam COMMAND_READ = 8'b0000_0000;
	localparam COMMAND_WRITE = 8'b0000_0001;
	localparam COMMAND_CONFIGURE = 8'b0000_0010;
	localparam COMMAND_STATUS = 8'b0000_0011;
	logic recv_error;
	logic recv_busy;
	logic tnsm_busy;
	logic recv_int;
	logic [7:0] recv_data;
	assign recv_error = st_reg_rdata[11];
	assign recv_busy = st_reg_rdata[10];
	assign tnsm_busy = st_reg_rdata[9];
	assign recv_int = st_reg_rdata[8];
	assign recv_data = st_reg_rdata[7:0];
	logic [2:0] state;
	logic [$clog2(PACKET_RANGE_MSB) : 0] inc_bytes_cnt;
	logic [COMMAND_RANGE_MSB : 0] command_r;
	logic [ADDR_RANGE_MSB : 0] addr_bytes;
	logic [DATA_RANGE_MSB : 0] data_bytes;
	logic [DATA_RANGE_MSB : 0] mem_rdata_r;
	assign mem_raddr = addr_bytes;
	always@(posedge clk, negedge arst_n) begin
		if(~arst_n) begin
			state <= STATE_IDLE;
			mem_we <= 1'b0;
			mem_wdata <= {NUM_BYTES_DATA*8{1'b0}};
			mem_waddr <= {NUM_BYTES_ADDRESS*8{1'b0}};
			mem_re <= 1'b0;
			mem_rdata_r <= {NUM_BYTES_DATA*8{1'b0}};
			ctl_reg_we <= 1'b0;
			ctl_reg_wdata <= 19'd0;
			ctl_reg_wmask <= 19'd0;
			st_reg_re <= 1'b0;
			st_reg_rmask <= 12'd0;
			inc_bytes_cnt <= {($clog2(PACKET_RANGE_MSB)+1){1'b0}};
			data_bytes <= {NUM_BYTES_DATA*8{1'b0}};
			addr_bytes <= {NUM_BYTES_ADDRESS*8{1'b0}};
			command_r <= {(NUM_BYTES_COMMAND*8){1'b0}};
		end else begin
			ctl_reg_we <= 1'b0;
			ctl_reg_wdata <= 19'd0;
			ctl_reg_wmask <= 19'd0;
			mem_re <= 1'b0;
			st_reg_re <= 1'b0;
			st_reg_rmask <= 12'd0;
			mem_we <= 1'b0;
			case(state)
				STATE_IDLE: begin
					if(recv_int) begin
						inc_bytes_cnt <= {($clog2(PACKET_RANGE_MSB)+1){1'b0}};
						command_r <= recv_data;
						state <= STATE_RECV_ADDRESS;
						data_bytes <= {NUM_BYTES_DATA*8{1'b0}};
						st_reg_re <= 1'b1;
						st_reg_rmask <= 12'b0001_0000_0000;
						mem_rdata_r <= {ctl_reg_rdata, st_reg_rdata};  
					end
				end
				STATE_RECV_ADDRESS: begin
					if(inc_bytes_cnt == NUM_BYTES_ADDRESS) begin
						mem_re <= 1'b1;
						inc_bytes_cnt <= {($clog2(PACKET_RANGE_MSB)+1){1'b0}};
						state <= ( (command_r == COMMAND_STATUS) || (command_r == COMMAND_CONFIGURE) ) ? STATE_WRITE_TNSM_DATA : STATE_WAIT_MEM_DATA;
					end else if(recv_int) begin
						st_reg_re <= 1'b1;
						st_reg_rmask <= 12'b0001_0000_0000;
						inc_bytes_cnt <= inc_bytes_cnt + 1'd1;
							addr_bytes <= recv_data;
					end
				end
				STATE_WAIT_MEM_DATA: begin
					if(mem_rdy) begin
						mem_rdata_r <= mem_rdata;
						state <= STATE_WRITE_TNSM_DATA;
					end
				end
				STATE_WRITE_TNSM_DATA: begin
					if(inc_bytes_cnt == NUM_BYTES_DATA) begin
						if(command_r == COMMAND_READ) begin
							state <= STATE_IDLE;
						end if(command_r == COMMAND_WRITE) begin
							state <= STATE_IDLE;
							mem_we <= 1'b1;
							mem_wdata <= data_bytes;
							mem_waddr <= addr_bytes;
						end else if(command_r == COMMAND_CONFIGURE) begin
							state <= STATE_IDLE;
							ctl_reg_we <= 1'b1;
							ctl_reg_wdata <= data_bytes[15:0];
							ctl_reg_wmask <= addr_bytes;
						end else if(command_r == COMMAND_STATUS) begin
							state <= STATE_IDLE;
							st_reg_re <= 1'b1;
							st_reg_rmask <= addr_bytes;
						end
					end else begin
						ctl_reg_we <= 1'b1;
						ctl_reg_wdata <= {mem_rdata_r[7:0],1'b1,4'b0000,1'b0,2'b00,2'b00,1'b0};
						ctl_reg_wmask <= 19'b111_1111_1100_0000_0000;
						mem_rdata_r <= {8'd0, mem_rdata_r[DATA_RANGE_MSB:8]};
						inc_bytes_cnt <= inc_bytes_cnt + 1'd1;
						state <= STATE_RECV_TNSM_DATA;
					end
				end
				STATE_RECV_TNSM_DATA: begin
					if(recv_int) begin
						st_reg_re <= 1'b1;
						st_reg_rmask <= 12'b0001_0000_0000;
						data_bytes <= {recv_data, data_bytes[DATA_RANGE_MSB:8]};
						state <= STATE_WRITE_TNSM_DATA;
					end
				end
			endcase
		end
	end
endmodule
==> metrics.csv <==
metric,value,unit
pwr-share-clk,31.7,%
grt_pass1_wl,26500,um
drt_iter0_markers,268,
synth_cells,545,
ant_nets,0,
rows,54,
synth_warnings,1,
drv_slew,0,
sequentialPowerShare,47.6,%
area_growth_syn_to_layout,35.8,%
p_total,2.35,mW
endpoint_kind,flip-flop,
async_flop_share,100,%
setup_viol,0,
cts_tree,built,
ys_area,6850,um^2
ff_type,dfrtp_1,
r2r_setup_slack,5740,ps
path_max_fanout,8,
fin_skew,11.5,ps
fp-utilization,31.0,%
hold_viol,0,
edf_count,0,
startpoint_type,input pin,
gr-total-overflow,0,
drc,0,
diodes,0,
via_count,4748,
design.core.area,22100,um^2
routedWlPerCell,16.5,um
dp_slack,5070,ps
ir_worst_vdd,0.130,mV
avgSynthCellArea,12.6,um^2
holdWs,478,ps
chipWidth,153,um
first_pass_iters,4,
setup_tns,0,ps
antenna_found_initial,1,
layout_setup_ws,5470,ps
die-area,23400,um^2
status,"complete, no violations",
dp_hpwl,11200,um
ys_seq_share,63.2,%
rsz0062_at_grt,false,
slew_headroom,40.3,%
fill_cells,1963,
syn_area,6850,um^2
cts_root_buffer,clkbuf_16,
yosys_cells,545,
io_pins,168,
wl,16200,um
comb_power_share,20.6,%
clkTransAtPathRegs,70,ps
vias_per_cell,4.82,
p_int,1.66,mW
htreeDepth,4,
drive_gt1_share,15.7,%
p_switching,694,uW
warning_count,27,
maxCapViolCount,0,
p_per_area,253,nW/um^2
clock_latency,420,ps
crit_required,9250,ps
grt_max_degree,75,
numCtsBuffers,17,
die_y,153,um
period_needed,3430,ps
max_freq,292,MHz
cts_hold_buf,0,
place.gp.congestion,0.820,
clk_path_buf_depth,2,
cp_data_arrival_time,3770,ps
grt_pass1_vias,4704,
synth_cell_types,39,
fin_crit_sh,38.5,%
tightestPinTransition,890,ps
p_leak,4.25,nW
cts_resized,0,
io_buffers,162,
track_usage,14.8,%
post_cts_buffers,0,
cts.sinks,173,
ys_ff,173,
path_class,in -> reg,
min_path_type,reg -> reg,
switching_share,29.5,%
registers in the layout (all words and copies together) (netlist names):
signal	count
ctl_reg_wmask	9
addr_bytes	8
ctl_reg_we	1
mem_re	1
st_reg_re	1
st_reg_rmask	9
inc_bytes_cnt	7
mem_we	1
ctl_reg_wdata	19
mem_rdata_r	32
state	5
mem_wdata	32
mem_waddr	8
command_r	8
data_bytes	32
kinds of logic after synthesis:
| logic type | synth area share, % |
|---|---|
| XOR/XNOR | 0.384 |
| other | 0.0548 |
| adder cells (fa/ha/maj) | 0.548 |
| multiplexers | 9.21 |
| AND/OR/NAND/NOR | 8.55 |
| flip-flops | 63.2 |
| AND-OR/OR-AND | 14.4 |
| buffers and inverters | 3.62 |
area by class of cell:
type | instances | area [um^2] | area share, %
Clock buffer | 17 | 425 | 4.57
Clock inverter | 15 | 176 | 1.90
Inverter | 4 | 15.0 | 0.161
Multi-Input combinational cell | 325 | 2300 | 24.8
Sequential cell | 173 | 4330 | 46.6
Tap cell | 280 | 350 | 3.77
Timing Repair Buffer | 172 | 1700 | 18.3
placed cells by master (no fill, tap or decap), drive strengths merged, types with 4 or more instances in the layout:
cell type	netlist	routed
nor2	12	12
inv	4	11
nand2	43	43
or2	4	4
buf	19	10
nor3	4	4
a21oi	28	28
and2	28	28
a22oi	7	7
clkdlybuf4s50	0	161
a22o	60	60
o21ai	38	38
conb	1	5
clkbuf	28	18
nand3	7	7
dfrtp	172	172
mux2	56	56
and3	4	4
power groups by stage:
stage     logic, mW  clock network, mW  registers (mW)
6_report      0.486              0.747            1.12
5_1_grt       0.547              0.801            1.15
4_1_cts       0.493              0.768            1.12
cell usage after synthesis, types with 2 or more instances:
cell type	count	area, um^2
dfrtp_1	172	4300
a22o_1	60	526
mux2_2	56	631
nand2_1	43	161
o21ai_0	36	180
a21oi_1	28	140
and2_1	28	175
clkbuf_1	28	105
buf_4	13	97.6
nor2_1	12	45.0
a22oi_1	7	52.6
nand3_1	7	35.0
buf_2	6	30.0
and3_1	4	25.0
inv_1	4	15.0
nor3_1	4	20.0
or2_2	4	25.0
ha_1	3	37.5
nor4_1	3	18.8
or3_1	3	18.8
xnor2_1	3	26.3
a21o_1	2	15.0
nand2b_1	2	12.5
o21ai_1	2	10.0
path summary, 6_finish.rpt:
path / startpoint / end / depth (start not counted)
hold reg to reg: mem_rdata_r[6] / mem_rdata_r[6] / 2
setup reg to reg: inc_bytes_cnt[4] / mem_wdata[14] / 6
min in group asynchronous: arst_n / ctl_reg_wmask[3] / 1
hold / removal: mem_rdata_r[6] / mem_rdata_r[6] / 2
max in group asynchronous: arst_n / ctl_reg_wdata[12] / 3
setup / recovery: st_reg_rdata[8] / inc_bytes_cnt[6] / 6
routing by layer:
metal	wire, um	global-route usage (%)	up-vias
li1	-	-	2225
met1	7620	22.6	2374
met2	7670	23.5	141
met3	794	3.24	8
met4	140	1.35	0
met5	0	0	-
per-stage QoR:
stage | std cells | cell area, um^2 | util (%)
after floorplan | 549 | 6860 | -
after global placement | 954 | 8700 | 39.4
after detailed placement | 954 | 8700 | 39.4
final | 986 | 9300 | 42.1
after CTS | 986 | 9300 | 42.1
after global routing | 986 | 9300 | 42.1
critical path: stages:
cell,delay (ps)
clkdlybuf4s50_1,540
nand2b_1,180
o21ai_1,210
or4_4,550
or3_1,370
a21oi_1,160
No activity file was given, so power comes from the tool's default toggle rates.
