`flow/config.mk`:
```
export PLATFORM = sky130hd
export DESIGN_NAME = uart_status_reg
export DESIGN_NICKNAME = uart_status_reg
export VERILOG_FILES = /design/flow/design.v
export SDC_FILE = /design/flow/constraint.sdc
export NUM_CORES = 4
export LEC_CHECK = 1
export CORE_AREA = 10 10 71 71
export DIE_AREA = 0 0 81 81
```
`flow/constraint.sdc`:
```
current_design uart_status_reg

set clk_period 1.0
set clk_io_pct 0.2

create_clock -name clk0 -period $clk_period [get_ports {clk}]

set non_clock_inputs [all_inputs -no_clocks]
set_input_delay [expr $clk_period * $clk_io_pct] -clock clk0 $non_clock_inputs
set_output_delay [expr $clk_period * $clk_io_pct] -clock clk0 [all_outputs]
```
`flow/design.v`:
```
`timescale 1ns / 1ps
module uart_status_reg(
    input clk,
    input arst_n,
    input recv_error,                
    input recv_busy,                 
    input tnsm_busy,                 
    input recv_int,                  
    input [7:0] recv_data,           
    input re,                        
    input [11:0] rmask,              
    output logic [11:0] status_data  
);
    logic [11:0] reg_;
    always_ff@(posedge clk, negedge arst_n) begin
        if(!arst_n) begin
            reg_ <= '0;
        end else begin
            if(re) begin
                for(int idx = 0; idx < 12; idx = idx + 1)
                    reg_[idx] <= rmask[idx] ? 1'b0 : reg_[idx];
            end
            if(recv_error)
                reg_[11] <= recv_error;
            reg_[10] <= recv_busy;
            reg_[9] <= tnsm_busy;
            if(recv_int) begin
                reg_[8] <= 1'b1;
                reg_[7:0] <= recv_data;
            end
        end
    end
	always_comb begin
		for(int idx = 0; idx < 12; idx = idx + 1)
			status_data[idx] = rmask[idx] && re ? 1'b0 : reg_[idx];
	end
endmodule: uart_status_reg
```
`flow/run.sh`:
```
#!/bin/bash
# OpenROAD 26Q1-2900-gdf79404cd8, Yosys 0.63+post, stock flow scripts
make -C /OpenROAD-flow-scripts/flow DESIGN_CONFIG=/design/flow/config.mk WORK_HOME=/design/flow/orfs finish
```
==> flow_summary.ini <==
; physical design summary
[routing]
viasPerCell = 3.475
postRouteWirelength_um = 1771
first_iter_violations = 8
wire_per_inst_um = 12.74
vias = 483
drc = 0
ant_nets = 0
firstDrtPassIters = 2
diodes = 0

[logic_synthesis]
yosys-stat-area_um2 = 528.0
yosysMostFrequentCell = dfrtp_1
ys_cells = 36
yosysUniqueCellTypes = 8
synthFlopType = dfrtp_1
synth-edff-count = 0
yosysTopAreaCellShare_pct = 56.87
synthArstFlopShare_pct = 100.0
syn-cell-area_um2 = 528.0
syn-instance-count = 36
top_cells_by_count = dfrtp_1, mux2_2, a21boi_2, a21boi_0
ys.warnings.count = 1
ys_seq_elements = 12
top_area_cell = dfrtp_1
syn_avg_cell_area_um2 = 14.67
topCellsByArea = dfrtp_1, mux2_2, a21boi_2
ys_seq_share_pct = 56.87

[place]
post-dp-hpwl_um = 1461
dp.cells = 126
gp_congestion = 0.7809
portBuffers = 38

[finish]
top_register = reg_
syn2layout_area_growth_pct = 109.7
largestRegisters = reg_ x12
mi_logic_area_um2 = 234.0
largest_reg_flops = 12
fill_cells = 378
stdcell_count = 139
seq_area_um2 = 300.3
drive_gt1_share_pct = 54.95

[clocking]
clk_latency_ps = 240
cts_tree = done
hold_buffers = 0
numClockSinks = 12
clockRootBuffer = clkbuf_8
clk_path_buf_depth = 2
path_clk_slew_ps = 50
numCtsBuffers = 3
h-tree-depth = 1

[pwr]
p_int_mw = 1.097
p_total_mw = 1.369
p_sw_share_pct = 19.85
power.density_mw_per_mm2 = 1236
max-vdd-ir-drop_mv = 0.8641
power_leakage_nw = 0.5133
clkPwrFrac_pct = 38.0
p_switching_uw = 271.8
p_comb_share_pct = 23.0
p_seq_share_pct = 38.9

[floorplanning]
floorplan.rows = 22
die_area_mm2 = 0.006561
die_width_um = 81
fp_util_pct = 14.53
dieHeight_um = 81
coreArea_mm2 = 0.003633
pin_count = 39

[final_timing]
fin_worst_skew_ps = 0
finalSetupViolations = 12
worst_pin_slew_ps = 119.0
fin_setup_tns_ps = -512.6
slew_headroom_pct = 92.02
period_minus_slack_ps = 1060
period_used_pct = 106.0
fmax_ghz = 0.9433
grt_setup_unrepaired = true
drv_slew = 0
worst_slack_ps = -60.11
finalHoldViolCount = 0

[grt]
grt_pass1_wl_um = 2794
grt_overflow = 0
groute.usage.overall_pct = 5.472
grt_pass1_vias = 539
antenna_found_initial = 0
grt_max_degree = 13

[setup_path]
cp.required_ps = 800
critPathCaptureType = primary output
start_kind = input port
crit_buf_inv = 5
critPathTopFamily = buffers and inverters
critical_path.cell_chain = buf_6 > buf_6 > buf_12 > buf_6 > a21boi_2 > buf_2
cpMostUsedCell = buf_6
max_stage_delay_ps = 120
slowest_stage = buf_6
worstPathMaxFanout = 4
worstPathArrival_ps = 860
path_class = in2out
rrSetupSlack_ps = 0

[worst_hold_path]
hold_class = in2async

[status]
violations = setup timing
status = finished with violations

[job]
drv_cap = 0
warnings = 27
==> per-layer routing <==
| layer | GRT usage (%) | part of all wire (%) |
|---|---|---|
| met1 | 6.535 | 41 |
| met2 | 8.838 | 47 |
| met3 | 3.118 | 12 |
| met4 | 0.3460 | 0.51 |
| met5 | 0 | 0 |
==> final cells by class <==
type / count / share of cell area, %
multi-input cells: 22 / 21.13
clock buffers: 4 / 4.972
flip-flops and latches: 12 / 27.12
repair buffers: 53 / 41.36
well taps: 48 / 5.424
==> final timing paths <==
kind                           start        endpoint  depth (start not counted)
setup / recovery                  re  status_data[8]                          6
hold / removal                arst_n         reg_[9]                          2
setup reg to reg             reg_[3]         reg_[3]                          3
hold reg to reg              reg_[8]         reg_[8]                          2
max in group asynchronous     arst_n         reg_[6]                          2
min in group clk0          tnsm_busy         reg_[9]                          1
==> layout by cell type (no fill, tap or decap), drive strengths merged <==
cell type and count:
clkdlybuf4s50 12, buf 28, mux2 8, dfrtp 12, or2 2, a21boi 12
dlygate4sd2 13, clkbuf 4
==> power groups by stage <==
stage     registers, mW  clock network [mW]  logic, mW
4_1_cts           0.533               0.549      0.313
5_1_grt           0.538               0.577      0.346
6_report          0.533               0.521      0.315
==> logic make-up (layout without fill, tap and decap cells) <==
kind of cell           Yosys count  after routing  share of synthesized area, %
AND-OR/OR-AND                   12             12                         21.33
buffers and inverters            2             57                         2.369
flip-flops                      12             12                         56.87
multiplexers                     8              8                         17.06
AND/OR/NAND/NOR                  2              2                         2.369
==> timing repair <==
action | 4_1_cts | 5_1_grt
gates cloned | 0 | 0
pin swaps | 12 | 1
buffers inserted | 8 | 2
resized | 67 | 0
setup endpoints to repair | 21 | 14
==> per-stage QoR <==
step,setup WS [ps],cell area (µm²),hold WS [ps],util [%]
3_3_place_gp,-702.2,1013,542.7,27.89
2_1_floorplan,165.8,528.0,-95.59,-
5_1_grt,-107.9,1107,290.0,30.48
3_5_place_dp,-734.4,1013,554.0,27.89
6_report,-60.11,1107,298.5,30.48
4_1_cts,-88.78,1092,294.0,30.06
Power figures rest on the tool's default switching activity, not on a simulated workload.
